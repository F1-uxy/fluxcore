## flow/run.sh

```bash
#!/bin/bash
# OpenROAD 26Q1-2900-gdf79404cd8, Yosys 0.63+post, stock flow scripts
make -C /OpenROAD-flow-scripts/flow DESIGN_CONFIG=/design/flow/config.mk WORK_HOME=/design/flow/orfs finish
```

## flow/config.mk

```make
export PLATFORM = sky130hd
export DESIGN_NAME = gp_registers
export DESIGN_NICKNAME = gp_registers
export VERILOG_FILES = /design/flow/design.v
export SDC_FILE = /design/flow/constraint.sdc
export NUM_CORES = 4
export LEC_CHECK = 1
export CORE_UTILIZATION = 40
```

## flow/constraint.sdc

```tcl
current_design gp_registers

set clk_period 2.9
set clk_io_pct 0.2

create_clock -name clk0 -period $clk_period [get_ports {clk}]

set non_clock_inputs [all_inputs -no_clocks]
set_input_delay [expr $clk_period * $clk_io_pct] -clock clk0 $non_clock_inputs
set_output_delay [expr $clk_period * $clk_io_pct] -clock clk0 [all_outputs]
```

## flow/design.v

```verilog
module gp_registers (
    input logic clk,
    input logic write_en,
    input logic out_en,
    input logic [N-1:0] data_in,
    input logic [2:0] sel_in,
    output logic [N-1:0] data_out,
    output logic [N-1:0] rega,
    output logic [N-1:0] regb
);
parameter N = 8;
reg [N-1:0] regs[0:7];
always @(posedge(clk)) begin
    if(write_en)
        regs[sel_in] <= data_in;
end
assign data_out = (out_en) ? regs[sel_in] : 8'bz;
assign rega = regs[0];
assign regb = regs[1];
endmodule
```

==> flow_summary.yaml <==
# generated from flow reports
finish:
  biggestRegsByFlops: "regs: 64 flops"
  fill_cells: 465
  fin_util_pct: 55.42
  final_common_cell: "edfxtp_1"
  layout-drive-gt1-share_pct: 27.37
  final_cell_mix: "64 x edfxtp_1, 34 x clkdlybuf4s50_1, 19 x buf_4, 9 x clkbuf_8, 8 x mux4_2"
  largest_register: "regs"
  synthToLayoutAreaGrowth_pct: 30.71
  stdcell_area_um2: 3339
  largest_reg_flops: 64
drt:
  first_pass_iters: 4
  via_count: 1359
  routed-wl-met2_um: 2356
  first_iter_violations: 90
  m1WireLength_um: 1806
  wl_um: 4776
  viasPerCell: 5.128
  routed-wl-met3_um: 401
  routed.top_layer: "met4"
  antenna_left: 0
  antenna-diode-count: 0
  routedWlPerCell_um: 18.02
  route.detailed.drc: 0
timing:
  slew_headroom_pct: 81.26
  drv_slew: 0
  rsz0062_at_grt: "false"
  hold_viol: 0
  finalWorstSetupSlack_ns: 0.06480
  worstMarginPinSlew_ns: 0.2789
  max_freq_ghz: 0.3527
  finalSetupViolations: 0
  finalCriticalPeriod_ns: 2.835
  period_used_pct: 97.77
setup_path:
  slowest_stage: "clkdlybuf4s50_1"
  crit_buf_inv: 3
  critPathMaxFanout: 17
  cp-end-kind: "output port"
  start_kind: "primary input"
  cpLargestDelayFamily: "buffers and inverters"
  crit_type: "primary input to output port"
  arrival_ns: 2.26
  cpPeakStageDelay_ns: 0.45
  required_ns: 2.32
  path_common_cell: "clkdlybuf4s50_1"
  path_cells: "clkdlybuf4s50_1, buf_4, mux4_2, mux2_4, clkdlybuf4s50_1"
yosys:
  ys_area_um2: 2555
  synth_area_um2: 2555
  yosysCellCount: 121
  yosys_warnings: 2
  flop_cell: "edfxtp_1"
  simple_gate_share_pct: 3.526
  postSynth.asyncResetShare_pct: 0
  postSynthSeqShare_pct: 75.22
  avgSynthCellArea_um2: 21.12
  synth_cells: 121
  numSynthFlops: 64
  synth-compound-area-share_pct: 2.204
  edf_count: 64
  synthDistinctLibCells: 27
  mux_share_pct: 16.80
  synth_xor_xnor_area_share_pct: 0
  logic_family: "multiplexers"
  yosys.area_share.adder_pct: 0
global_route:
  grt_pass1_vias: 1440
  antenna_found_initial: 0
  track_usage_pct: 16.99
  grt-ovfl-total: 0
  grt_pass1_wl_um: 7265
  grt_max_degree: 18
hold_path:
  hold_path.class: "primary input to flip-flop"
floorplan:
  dieArea_um2: 6711
  die_y_um: 81.92
  core_area_um2: 6026
  row_count: 28
  io_pins: 38
  initial_core_util_pct: 42.40
  die_width_um: 81.92
placed_design:
  gp_congestion: 0.8101
  dp_hpwl_um: 3198
  placed_area_um2: 3133
  portBuffers: 36
  dp_slack_ns: -0.1802
clock_network:
  path_clk_slew_ns: 0.06
  clock-sinks: 64
  cts_tree: "yes"
  ctsHtreeMaxLevel: 3
  clk_path_buf_depth: 2
  cts_inserted_buffers: 9
  root_buffer: "clkbuf_8"
power_and_ir_drop:
  p_total_mw: 1.812
  powerDensity_nw_per_um2: 542.7
  cellLeakagePower_nw: 1.185
  peakVddDrop_mv: 0.2981
run:
  cap_violations: 0
  warning_count: 26
outcome:
  status: "completed"
-- report_power, final --
group	leakage [nW]	switching (mW)	internal (mW)
Combinational	0.531	0.0627	0.107
Sequential	0.581	0.00752	1.05
Clock	0.0726	0.284	0.300
-- cell families (layout without fill, tap and decap cells) --
logic type,count (synthesis),count (layout)
buf+inv,8,77
mux,23,23
compound gates,7,7
flops,64,64
simple gates,19,19
-- path summary, 6_finish.rpt --
check,end,start,cells past startpoint,slack (ns)
min,regs[6][3]$_DFFE_PP_,data_in[3],1,0.98
max,data_out[4],sel_in[1],5,0.06
-- what timing repair did --
item | CTS | global route
endpoints found under the setup margin | 8 | 8
cloned | 1 | 1
resized | 3 | 5
buffers inserted | 0 | 1
pin swaps | 0 | 0
hold buffers | 0 | 0
endpoints found under the hold margin | 0 | 0
-- area by class of cell --
type / instances / area, um2 / area share [%]
multi-input combinational: 49 / 581.8 / 17.42
clock buffer: 13 / 138.9 / 4.159
clock inverter: 2 / 7.507 / 0.2248
timing repair buffer: 61 / 591.8 / 17.72
tap: 75 / 93.84 / 2.810
inverter: 1 / 3.754 / 0.1124
sequential: 64 / 1922 / 57.55
-- synth_stat cells, types with 2 or more instances --
library cell	count	area [um2]
edfxtp_1	64	1922
mux4_2	8	180.2
nor2_1	7	26.28
mux2_4	6	90.09
mux4_1	4	105.1
nand2_1	4	15.01
buf_2	3	15.01
mux2_2	2	22.52
mux2i_1	2	20.02
nand2b_1	2	12.51
nand3_1	2	10.01
nor3_1	2	10.01
-- stage by stage --
| stage | setup TNS [ns] | hold WS (ns) | cells |
|---|---|---|---|
| 2_1_floorplan | 0 | 0.6789 | 121 |
| 5_1_grt | 0 | 0.9916 | 265 |
| 4_1_cts | 0 | 0.9642 | 263 |
| 3_5_place_dp | -1.286 | 1.327 | 247 |
| 3_3_place_gp | -1.263 | 1.302 | 247 |
| 6_report | 0 | 0.9757 | 265 |
-- layer usage --
| metal | GRT usage [%] | up-vias |
|---|---|---|
| met1 | 24.24 | 646 |
| met4 | 5.088 | 0 |
| met3 | 8.343 | 19 |
| li1 | - | 628 |
| met5 | 0 | - |
| met2 | 25.12 | 66 |
Power and IR drop assume default switching activity.
